<file path="/design/flow/run.sh">
#!/bin/bash
# OpenROAD 26Q1-2900-gdf79404cd8, Yosys 0.63+post, stock flow scripts
make -C /OpenROAD-flow-scripts/flow DESIGN_CONFIG=/design/flow/config.mk WORK_HOME=/design/flow/orfs finish
</file>
<file path="/design/flow/config.mk">
export PLATFORM = sky130hd
export DESIGN_NAME = SPIslave_Top
export DESIGN_NICKNAME = SPIslave_Top
export VERILOG_FILES = /design/flow/design.v
export SDC_FILE = /design/flow/constraint.sdc
export NUM_CORES = 4
export LEC_CHECK = 1
export CORE_UTILIZATION = 40
</file>
<file path="/design/flow/design.v">
module SPIsalve_FSMController (
	input wire coutner_tick,
	input wire OP_Wr,
	input wire OP_Rd,
	input wire SCLK,
	input wire SS,
	output reg DataSel,
	output reg Address_en,
	output reg Wr_Data_en,
	output reg incr_sel,
	output reg Rd_EN
	);
	localparam [2:0] IDLE = 3'b000,
							address = 3'b001,
							general = 3'b010,
							mul_write = 3'b011,
							mul_read = 3'b100;
	reg [2:0] current_state,next_state,operation_state;
	always @ (posedge SCLK or posedge SS)	begin
		if(SS)	begin
			current_state <= IDLE ;
			operation_state <= 3'b000;
		end
		else	begin
			current_state <= next_state ;
		end
	end
	always @ (*)	begin
		case(current_state)
		IDLE : begin
			if(coutner_tick)	begin
				next_state = address;
				if(OP_Wr)
					operation_state = mul_write;
				else if (OP_Rd)
					operation_state = mul_read;
				else
					operation_state = IDLE;
			end
			else
				next_state = IDLE;
			end
		address : begin
			if(coutner_tick)
				next_state = general;
			else
				next_state = address;
		end
		general : begin
			if(coutner_tick)
				next_state = operation_state;
			else
				next_state = general;
		end
		mul_write : begin
			next_state = mul_write;
		end
		mul_read : begin
			next_state = mul_read;
		end
		endcase
	end
	always @ (*)
	begin
		case(current_state)
		IDLE : begin
			DataSel = 1'b1;
			Address_en = 1'b0;
			Wr_Data_en = 1'b0;
			incr_sel = 1'b0;
			Rd_EN = 1'b0;
		end
		address : begin
			Wr_Data_en = 1'b0;
			incr_sel = 1'b0;
			if(coutner_tick)	begin
				Address_en = 1'b1;
				if(operation_state == mul_write)	begin
					Rd_EN = 1'b0;
					DataSel = 1'b1;
				end
				else if(operation_state == mul_read)	begin
					Rd_EN = 1'b1;
					DataSel = 1'b0;
				end
				else	begin
					Rd_EN = 1'b0;
					DataSel = 1'b1;
				end
			end
			else	begin
				Address_en = 1'b0;
				Rd_EN = 1'b0;
				DataSel = 1'b1;
			end
		end
		general : begin
			Address_en = 1'b0;
			if(coutner_tick)	begin
				if(operation_state == mul_write)	begin
					DataSel = 1'b1;
					Wr_Data_en = 1'b1;
					Rd_EN = 1'b0;
					incr_sel = 1'b0;
				end
				else if(operation_state == mul_read)	begin
					DataSel = 1'b0;
					Wr_Data_en = 1'b0;
					Rd_EN = 1'b1;
					incr_sel = 1'b1;
				end
				else	begin
					DataSel = 1'b1;
					Wr_Data_en = 1'b0;
					Rd_EN = 1'b0;
					incr_sel = 1'b0;
				end
			end
			else	begin
				DataSel = 1'b1;
				Wr_Data_en = 1'b0;
				Rd_EN = 1'b0;
				incr_sel = 1'b0;
			end
		end
		mul_write : begin
			DataSel = 1'b1;
			Address_en = 1'b0;
			Rd_EN = 1'b0;
			if(coutner_tick)	begin
				incr_sel = 1'b1;
				Wr_Data_en = 1'b1;
			end
			else	begin
				incr_sel = 1'b0;
				Wr_Data_en = 1'b0;
			end
		end
		mul_read : begin
			Address_en = 1'b0;
			Wr_Data_en = 1'b0;
			if(coutner_tick)	begin
				DataSel = 1'b0;
				incr_sel = 1'b1;
				Rd_EN = 1'b1;
			end
			else	begin
				DataSel = 1'b1;
				incr_sel = 1'b0;
				Rd_EN = 1'b0;
			end
		end
		endcase
	end
endmodule
module SPIslave_InternalComponent #(
	parameter WIDTH = 8
	)(
	input wire [WIDTH-1:0] Data_sh,
	input wire Address_en,
	input wire Wr_Data_en,
	input wire incr_sel,
	input wire SCLK,
	input wire SS,
	input wire RST,
	output reg coutner_tick,
	output reg Wr_EN,
	output reg [WIDTH-1:0] Address, 
	output reg [WIDTH-1:0] Wr_Data
	);
	parameter COUNTER_WIDTH = $clog2(WIDTH);
	reg [COUNTER_WIDTH:0] counter;
	always @ (posedge SCLK or negedge RST)	begin 
		if (!RST)	begin
			Address <= {WIDTH {1'b0}};
			Wr_Data <= {WIDTH {1'b0}};
			Wr_EN <= 1'b0;
		end
		else	begin
			if(!SS)	begin
				if(Wr_Data_en)	begin
					Wr_Data <= Data_sh;
					Wr_EN <= 1'b1;
				end
				else	begin
					Wr_EN <= 1'b0;
				end
				if(incr_sel)
					Address <= Address + 1;
				else if (Address_en)
					Address <= Data_sh;
				else begin
				end
			end
		end
	end
	always @ (posedge SCLK or posedge SS)	begin 
		if(SS)	begin
			counter <= {COUNTER_WIDTH {1'b0}};
			coutner_tick <= 1'b0;
		end
		else	begin
			if (counter == WIDTH-1)	begin
				counter <= {COUNTER_WIDTH {1'b0}};
				coutner_tick <= 1'b1;
			end
			else	begin
				counter <= counter +1;
				coutner_tick <= 1'b0;
			end
		end
	end
endmodule
module SPIslave_SHregister #(
	parameter WIDTH = 8
	)(
	input wire [WIDTH-1:0] Rd_Data,
	input wire MOSI,
	input wire DataSel,
	input wire CLK,
	input wire RST,
	output wire MISO,
	output wire OP_Wr,
	output wire OP_Rd,
	output wire [WIDTH-1:0] Data_sh
	);
	reg [WIDTH-1:0] Data_in;
	reg [WIDTH-1:0] Data_out;
	integer i;
	wire CLK_inv;
	assign CLK_inv = ~CLK;
	assign MISO = Data_out[WIDTH-1];
	assign Data_sh = Data_in;
	assign OP_Wr = (Data_in == 8'h02)? 1'b1 : 1'b0;
	assign OP_Rd = (Data_in == 8'h03)? 1'b1 : 1'b0;
	always @ (posedge CLK or posedge RST)	begin
		if(RST)	begin
			Data_in <= {WIDTH {1'b0}};
		end
		else	begin
			Data_in[0] <= MOSI;
			for(i=1; i<WIDTH;i = i+1)	begin
				Data_in[i] <= Data_in[i-1];
			end
		end
	end
	always @ (posedge CLK_inv or posedge RST)	begin
		if(RST)	begin
			Data_out <= {WIDTH {1'b0}};
		end
		else	begin
			if(DataSel)	begin
				Data_out[0] <= MOSI;
				for(i=1; i<WIDTH;i = i+1)	begin
					Data_out[i] <= Data_out[i-1];
				end
			end
			else	begin
				Data_out <= Rd_Data;
			end
		end  
	end
endmodule
module SPIslave_Top#(
	parameter WIDTH = 8
	)(
	input wire [WIDTH-1:0] Rd_Data,
	input wire MOSI,
	input wire SCLK,
	input wire SS,
	input wire RST,
	output wire MISO,
	output wire Wr_EN,
	output wire Rd_EN,
	output wire [WIDTH-1:0] Address,
	output wire [WIDTH-1:0] Wr_Data
	);
	wire counter_tick,OP_Wr,OP_Rd,DataSel,Address_en,Wr_Data_en,incr_sel;
	wire [WIDTH-1:0] Data_sh;
	SPIsalve_FSMController FSM_1 (
		.coutner_tick(counter_tick),
		.OP_Wr(OP_Wr),
		.OP_Rd(OP_Rd),
		.SCLK(SCLK),
		.SS(SS),
		.DataSel(DataSel),
		.Address_en(Address_en),
		.Wr_Data_en(Wr_Data_en),
		.incr_sel(incr_sel),
		.Rd_EN(Rd_EN)
		);
	SPIslave_SHregister #(
		.WIDTH(WIDTH)
		) SH_Register_1 (
		.Rd_Data(Rd_Data),
		.MOSI(MOSI),
		.DataSel(DataSel),
		.CLK(SCLK),
		.RST(SS),
		.MISO(MISO),
		.OP_Wr(OP_Wr),
		.OP_Rd(OP_Rd),
		.Data_sh(Data_sh)
		);
	SPIslave_InternalComponent #(
		.WIDTH(WIDTH)
		) SPI_1 (
		.Data_sh(Data_sh),
		.Address_en(Address_en),
		.Wr_Data_en(Wr_Data_en),
		.incr_sel(incr_sel),
		.SCLK(SCLK),
		.SS(SS),
		.RST(RST),
		.coutner_tick(counter_tick),
		.Wr_EN(Wr_EN),
		.Address(Address),
		.Wr_Data(Wr_Data)  
	);
endmodule
</file>
<file path="/design/flow/constraint.sdc">
current_design SPIslave_Top

set clk_period 1.8
set clk_io_pct 0.2

create_clock -name clk0 -period $clk_period [get_ports {SCLK}]

set non_clock_inputs [all_inputs -no_clocks]
set_input_delay [expr $clk_period * $clk_io_pct] -clock clk0 $non_clock_inputs
set_output_delay [expr $clk_period * $clk_io_pct] -clock clk0 [all_outputs]
</file>
==> impl_summary.log <==
[report] extracting results
[metrics] number of DRC markers in iteration 0: around 84
[metrics] Critical path buffers and inverters: 1
[metrics] TritonCTS clock tree: done
[metrics] post-synthesis instance area: approximately 1800 um^2
[metrics] fin worst setup slack: -0.2175 ns
[metrics] Late-Pin Clk Latency: 0.29 ns
[metrics] CTS root buffer: clkbuf_8
[metrics] Design Area, Final: 2333 um^2
[metrics] endpoint class of the critical path: primary output
[metrics] Total Routing Usage GR: 14.82%
[metrics] violations in the final reports: setup timing
[metrics] portion of total power attributed to sequential cells: 56.5%
[metrics] launch point of the worst path: SH_Register_1.Data_out[7]
[metrics] number of CTS-inserted buffers: 5
[metrics] num rows: 24
[metrics] max-slew headroom at the worst pin: around half
[metrics] Die Wd: 69.60 um
[metrics] ys cells: 144
[metrics] initial cell density of the core: 41.70%
[metrics] synthesized netlist cell count: about 140
[metrics] critical setup path kind: reg -> out
[metrics] count of state elements after synthesis: just under 50
[metrics] leakage power total: 1.060 nW
[metrics] grt ovf: 0
[metrics] instance count after placement with tap cells included: around 230
[metrics] Critical Path AT: between 1.5 and 2 ns
[metrics] HP Class: in -> reg
[metrics] Tightest Pin Transition: ~0.72 ns
[metrics] Sw Pwr: between 300 and 400 uW
[metrics] Yosys Chip Area: 1828 um^2
[metrics] wire length of the first global-routing pass: 5.575 mm
[metrics] endpoints left unconstrained: 12
[metrics] final cell utilization of the core: 53.22%
[metrics] number of warnings printed during yosys synthesis: 9
[metrics] routed wire length: 3.050 mm
[metrics] Hold Fails Final Rpt: 0
[metrics] cells along the critical path: buf_2
[metrics] largest delay contributor family on the critical path: flip-flops
[metrics] detailed-route via count: 1,213
[metrics] Routability Congestion: 0.7952
[metrics] maximum fanout along the worst path: 1
[metrics] number of iterations in the first detailed-routing pass: 4
[metrics] area of the chip: 4844 um^2
[metrics] worst hold start: MOSI
[metrics] chip height: 69.60 um
[metrics] unrepaired setup endpoints after global routing: true
[metrics] Setup Skew: 0.009071 ns
[metrics] switching portion of total power: 21.15%
[metrics] Antenna diodes: 0
[metrics] number of pins with negative max-slew slack in the final report: 0
[metrics] number of maximum-capacitance violations: 0
[metrics] pwr dens: 748.4 nW/um^2
[metrics] residual antenna-violating net count after detailed routing: 0
[metrics] required time of the worst setup path: 1.44 ns
[metrics] initial antenna violation count: 0
[metrics] Detail Placement HPWL: 2.183 mm
[metrics] pin count of the biggest net entering global routing: 22
[metrics] # setup viols final: 1
[metrics] # H-tree levels: 2
[metrics] critical register-to-register path startpoint: SPI_1.Address[0]
[metrics] clock-pin slew on the worst setup and hold paths: 0.07 ns
[metrics] DR WL/cell: about 13 um
[metrics] filler-free cell count of the finished design: roughly 240
[metrics] area after detailed placement: 2235 um^2
[metrics] fraction of layout instances using a drive strength above 1: a little over a fifth
[metrics] Netlist cell types: 37
[metrics] Critical Path Slowest Stage Cell: dfrtn_1
[metrics] maximum buffer depth of the clock tree: 2
[metrics] syn avg cell area: 12.69 um^2
[metrics] status: finished, violations left
[metrics] DR vias/cell: ~5.1
[metrics] number of register pins that no clock reaches: 8
[metrics] count of buffers from port buffering: 30
[metrics] vias in the first global route: 1,198
[metrics] largest stage delay on the critical path: 0.39 ns
[metrics] Core Area: about 4400 um^2
[metrics] count of hold buffers inserted by post-cts repair: 0
[metrics] Critical Path Start Type: flip-flop
[metrics] DRC violations left: 0
[metrics] relative contribution of combinational cells to total power: 6.6%
[metrics] maximum ir drop on the vdd rail: 555.5 uV
[metrics] Tool Warnings: 27
[metrics] internal power component: 1.377 mW
[metrics] number of top-level pins: 31
[metrics] area added between synthesis and finish: 27.65%
[metrics] power share of the clock group: between 30 and 40%
## cells by family after synthesis
| logic type | after synthesis | synth area share, % |
|---|---|---|
| and+or+nand+nor | 40 | 12.32 |
| xor gates and xnor gates | 1 | 0.4792 |
| DFF | 41 | 56.13 |
| adders and majority gates | 2 | 1.369 |
| latches | 8 | 6.571 |
| muxes | 18 | 11.02 |
| buffers and inverters | 9 | 2.121 |
| AOI/OAI and AO/OA | 25 | 9.993 |
## final timing paths
kind	cells after the start	endpoint	slack (ns)
setup / recovery	1	MISO	-0.22
hold / removal	1	SH_Register_1.Data_in[0]	0.22
setup reg to reg	4	SPI_1.Address[4]	0.49
hold reg to reg	0	SH_Register_1.Data_in[7]	0.41
max in group asynchronous	3	SH_Register_1.Data_out[0]	0.39
min in group asynchronous	2	SPI_1.Address[6]	0.40
## stage by stage
step                      setup WS (ns)  hold slack (ns)  setup TNS (ns)  power, mW
after floorplan                  0.1025          0.06441               0      1.035
after global placement          -0.2884           0.3955          -2.455      1.121
after detailed placement        -0.3100           0.3930          -2.525      1.124
after CTS                       -0.2278           0.3967         -0.2278      1.775
after global routing            -0.2378           0.2044         -0.2378      1.838
final                           -0.2175           0.2153         -0.2175      1.746
## worst register-to-register path, stage by stage, from the launching register on
cell     delay, ns
dfrtp_1       0.44
ha_1          0.23
and3_1        0.21
a31oi_1       0.10
o22a_1        0.23
## synth_stat cells
cell | number | area [um^2]
mux2_2 | 17 | 191.4
nand2b_1 | 2 | 12.51
o21a_1 | 1 | 7.510
buf_2 | 1 | 5.000
dlxtn_1 | 8 | 120.1
nor2b_1 | 2 | 12.51
and3_1 | 2 | 12.51
dfrtp_1 | 33 | 825.8
o21ai_0 | 3 | 15.01
o21bai_4 | 1 | 18.77
dfrtn_1 | 8 | 200.2
xor2_1 | 1 | 8.760
buf_4 | 1 | 7.510
a21o_1 | 1 | 7.510
inv_1 | 4 | 15.01
a31o_2 | 1 | 8.760
nor3b_1 | 2 | 15.01
a31oi_1 | 2 | 12.51
o211ai_1 | 3 | 22.52
mux2i_1 | 1 | 10.01
and3b_1 | 1 | 8.760
or4_1 | 1 | 7.510
and2_1 | 1 | 6.260
nand4b_1 | 1 | 8.760
nand2_1 | 12 | 45.04
and4bb_2 | 2 | 25.02
a21oi_1 | 7 | 35.03
ha_1 | 2 | 25.02
nor3_1 | 2 | 10.01
nand3_2 | 1 | 10.01
clkbuf_1 | 3 | 11.26
o22a_1 | 4 | 35.03
nand3_1 | 4 | 20.02
nor2_1 | 5 | 18.77
a2bb2oi_1 | 1 | 8.760
o221a_2 | 1 | 11.26
nand4_1 | 2 | 12.51
## registers in the layout, indices dropped and copies added (netlist names)
name / cells
SH_Register_1.Data_in: 8
SH_Register_1.Data_out: 8
SPI_1.Address: 8
SPI_1.Wr_Data: 8
SPI_1.counter: 4
FSM_1.current_state: 3
FSM_1.next_state: 3
FSM_1.Address_en: 1
FSM_1.DataSel: 1
FSM_1.Rd_EN: 1
FSM_1.Wr_Data_en: 1
FSM_1.incr_sel: 1
SPI_1.Wr_EN: 1
SPI_1.coutner_tick: 1
## layout by cell type, fill, tap and decap left out, types with 4 or more instances in the layout
master,instances
dfrtp_1,33
clkdlybuf4s50_1,28
mux2_2,17
nand2_1,12
dlxtn_1,8
dfrtn_1,8
a21oi_1,7
clkbuf_8,7
buf_4,6
nor2_1,5
inv_1,4
nand3_1,4
o22a_1,4
## power by group through the flow
| stage | Sequential [mW] | Clock (mW) | Combinational [mW] |
|---|---|---|---|
| after global routing | 0.993 | 0.715 | 0.131 |
| final | 0.987 | 0.644 | 0.115 |
| after CTS | 0.988 | 0.669 | 0.118 |
## layout make-up
cell class | instances | area, um^2
Tap cell | 52 | 65.06
Timing Repair Buffer | 37 | 362.8
Multi-Input combinational cell | 86 | 643.1
Clock buffer | 7 | 96.34
Clock inverter | 1 | 5.005
Sequential cell | 49 | 1146
Fill cell | 378 | 2051
Inverter | 4 | 15.01
## per-layer routing
layer  vias up  track usage [%]  part of all wire, %
li1        595                -                    -
met5         -                0                    0
met1       583            24.57                   49
met4         0            1.587                  1.4
met3         5            4.277                  5.3
met2        30            21.14                   44
## timing repair
action | in CTS | in global routing
resized | 3 | 1
buffers inserted | 0 | 0
endpoints found under the setup margin | 1 | 2
Power is estimated from default activity; no workload was simulated.
